==> design/flow/design.v <==
`timescale 1ns / 1ps
module border_intrusion_advanced (
    input  wire       clk,
    input  wire       rst,
    input  wire       arm,
    input  wire [3:0] zone,
    output reg        safe_led,
    output reg        alert_led,
    output reg        high_alert_led,
    output reg        tamper_led,
    output reg [3:0]  zone_led
);
    parameter IDLE      = 2'b00;
    parameter MONITOR   = 2'b01;
    parameter ALERT     = 2'b10;
    parameter HIGHALERT = 2'b11;
    reg [1:0] state, next_state;
    reg [1:0] zone_detected;
    reg       zone_valid;
    always @(*) begin
        zone_valid = (zone != 4'b0000);
        if      (zone[3]) zone_detected = 2'd3;
        else if (zone[2]) zone_detected = 2'd2;
        else if (zone[1]) zone_detected = 2'd1;
        else              zone_detected = 2'd0;
    end
    reg [3:0] zone_prev;
    reg [3:0] stable_count;
    reg       tamper_detected;
    always @(posedge clk or posedge rst) begin
        if (rst) begin
            zone_prev        <= 4'b0000;
            stable_count    <= 4'b0000;
            tamper_detected <= 1'b0;
        end else if (!arm) begin
            zone_prev        <= 4'b0000;
            stable_count    <= 4'b0000;
            tamper_detected <= 1'b0;
        end else begin
            if (zone == zone_prev && zone_valid)
                stable_count <= stable_count + 1'b1;
            else
                stable_count <= 4'b0000;
            tamper_detected <= (stable_count >= 4'd8);
            zone_prev <= zone;
        end
    end
    always @(posedge clk or posedge rst) begin
        if (rst)
            state <= IDLE;
        else if (!arm)
            state <= IDLE;    
        else
            state <= next_state;
    end
    always @(*) begin
        next_state = IDLE;   
        if (arm) begin
            next_state = state;
            case (state)
                IDLE:
                    next_state = MONITOR;
                MONITOR: begin
                    if (tamper_detected)
                        next_state = HIGHALERT;
                    else if (zone_valid && ((zone & (zone - 1)) != 0))
                        next_state = HIGHALERT;
                    else if (zone_valid)
                        next_state = ALERT;
                end
                ALERT: begin
                    if (zone_valid && ((zone & (zone - 1)) != 0))
                        next_state = HIGHALERT;
                    else if (!zone_valid)
                        next_state = MONITOR;
                end
                HIGHALERT: begin
                    if (tamper_detected)
                        next_state = HIGHALERT;
                    else if (zone_valid && ((zone & (zone - 1)) == 0))
                        next_state = ALERT;
                    else if (!zone_valid)
                        next_state = MONITOR;
                end
            endcase
        end
    end
    always @(*) begin
        safe_led       = 1'b0;
        alert_led      = 1'b0;
        high_alert_led = 1'b0;
        tamper_led     = 1'b0;
        zone_led       = 4'b0000;
        if (!arm) begin
            safe_led = 1'b1;
        end else begin
            case (state)
                IDLE, MONITOR: begin
                    if (!zone_valid)
                        safe_led = 1'b1;
                end
                ALERT: begin
                    if (zone_valid) begin
                        alert_led = 1'b1;
                        zone_led[zone_detected] = 1'b1;
                    end
                end
                HIGHALERT: begin
                    if (zone_valid || tamper_detected) begin
                        high_alert_led = 1'b1;
                        tamper_led     = tamper_detected;
                        if (zone_valid)
                            zone_led[zone_detected] = 1'b1;
                    end
                end
            endcase
        end
    end
endmodule
`timescale 1ns / 1ps
module clock_divider (
    input  wire clk_in,
    input  wire rst,
    output reg  clk_out
);
    reg [25:0] count;
    always @(posedge clk_in or posedge rst) begin
        if (rst) begin
            count   <= 0;
            clk_out <= 0;
        end else if (count == 26'd50_000_000) begin
            count   <= 0;
            clk_out <= ~clk_out;
        end else begin
            count <= count + 1'b1;
        end
    end
endmodule
`timescale 1ns / 1ps
module top_border_intrusion_fpga (
    input  wire       clk,
    input  wire       rst,
    input  wire       arm,
    input  wire [3:0] zone,
    output wire       safe_led,
    output wire       alert_led,
    output wire       high_alert_led,
    output wire       tamper_led,
    output wire [3:0] zone_led
);
wire slow_clk;
    clock_divider u_clk_div (
        .clk_in (clk),
        .rst    (rst),
        .clk_out(slow_clk)
    );
    border_intrusion_advanced u_core (
        .clk            (slow_clk),
        .rst            (rst),
        .arm            (arm),
        .zone           (zone),
        .safe_led       (safe_led),
        .alert_led      (alert_led),
        .high_alert_led (high_alert_led),
        .tamper_led     (tamper_led),
        .zone_led       (zone_led)
    );
endmodule
==> design/flow/run.sh <==
#!/bin/bash
# OpenROAD 26Q1-2900-gdf79404cd8, Yosys 0.63+post, stock flow scripts
make -C /OpenROAD-flow-scripts/flow DESIGN_CONFIG=/design/flow/config.mk WORK_HOME=/design/flow/orfs finish
==> design/flow/config.mk <==
export PLATFORM = sky130hd
export DESIGN_NAME = top_border_intrusion_fpga
export DESIGN_NICKNAME = top_border_intrusion_fpga
export VERILOG_FILES = /design/flow/design.v
export SDC_FILE = /design/flow/constraint.sdc
export NUM_CORES = 4
export LEC_CHECK = 1
export CORE_UTILIZATION = 30
==> design/flow/constraint.sdc <==
current_design top_border_intrusion_fpga

set clk_period 5.6
set clk_io_pct 0.2

create_clock -name clk0 -period $clk_period [get_ports {clk}]

set non_clock_inputs [all_inputs -no_clocks]
set_input_delay [expr $clk_period * $clk_io_pct] -clock clk0 $non_clock_inputs
set_output_delay [expr $clk_period * $clk_io_pct] -clock clk0 [all_outputs]
==> node_exporter_impl.prom <==
# HELP chip_impl_metric Physical implementation figures
# TYPE chip_impl_metric gauge
chip_impl_info{name="run_status",value="finished clean"} 1
chip_impl_metric{name="power_switching_share",unit=""} 0.2194
chip_impl_metric{name="post_cts.repair.setup_buffers",unit=""} 0
chip_impl_metric{name="sequential_power_share",unit=""} 0.597
chip_impl_metric{name="async_flop_share",unit=""} 1.000
chip_impl_info{name="synth.largest_area_cell",value="dfrtp_1"} 1
chip_impl_metric{name="period_minus_slack",unit="ns"} 4.315
chip_impl_metric{name="power.density",unit="mW/mm2"} 136.2
chip_impl_metric{name="ys_chip_area",unit="mm2"} 0.002115
chip_impl_metric{name="timing_hold_violations_final",unit=""} 0
chip_impl_metric{name="cp.arrival",unit="ns"} 3.19
chip_impl_metric{name="power.switching",unit="W"} 0.00007175
chip_impl_metric{name="fmaxAchievable",unit="GHz"} 0.2318
chip_impl_metric{name="globalRoute.totalOverflow",unit=""} 0
chip_impl_info{name="path_cells",value="clkdlybuf4s50_1 -> or4_1 -> o21a_1 -> o211ai_1 -> nor3b_1 -> clkdlybuf4s50_1"} 1
chip_impl_metric{name="hold_buffer_count_at_cts",unit=""} 0
chip_impl_metric{name="gp_routability_congestion",unit=""} 0.8669
chip_impl_metric{name="synth.distinct_cells",unit=""} 44
chip_impl_info{name="timing.critical_path.to_type",value="output port"} 1
chip_impl_metric{name="cp.required",unit="ns"} 4.48
chip_impl_metric{name="drive_gt1_frac",unit=""} 0.1036
chip_impl_metric{name="slew_violations",unit=""} 0
chip_impl_metric{name="cts_made_buffers",unit=""} 3
chip_impl_metric{name="report.final.setup_viol",unit=""} 0
chip_impl_metric{name="syn_area_per_cell",unit="um2"} 10.12
chip_impl_metric{name="initial_utilization",unit=""} 0.3112
chip_impl_metric{name="number_of_register_pins_that_no_clock_reaches",unit=""} 13
chip_impl_metric{name="synthCells",unit=""} 209
chip_impl_metric{name="worst_clock_skew",unit="ns"} 0.004278
chip_impl_metric{name="power.leakage",unit="nW"} 1.011
chip_impl_metric{name="detailed_route_wire_length_per_cell",unit="um"} 11.67
chip_impl_info{name="rr_startpoint",value="u_clk_div.count[3]"} 1
chip_impl_metric{name="timing_worst_slew_pin_value",unit="ns"} 0.6527
chip_impl_metric{name="crit_path_max_fanout",unit=""} 7
chip_impl_metric{name="drt_iter0_markers",unit=""} 75
chip_impl_metric{name="route.final.wire_length",unit="um"} 3711
chip_impl_info{name="layout_top_cell",value="dfrtp_1"} 1
chip_impl_info{name="hold_path.startpoint",value="u_clk_div.count[19]"} 1
chip_impl_info{name="layout_top_cells_excl_fill_tap",value="39 x dfrtp_1, 16 x nor2_1, 14 x clkdlybuf4s50_1, 13 x xnor2_1"} 1
chip_impl_metric{name="grt_max_degree",unit=""} 41
chip_impl_metric{name="cts_max_path_buffers",unit=""} 2
chip_impl_metric{name="preCtsSetupSlack",unit="ns"} 1.296
chip_impl_metric{name="numSynthFlops",unit=""} 40
chip_impl_metric{name="power.clock.fraction",unit=""} 0.335
chip_impl_metric{name="ys_seq_frac",unit=""} 0.4740
chip_impl_info{name="cp_common_cell",value="clkdlybuf4s50_1"} 1
chip_impl_metric{name="overall_die_width",unit="um"} 85.96
chip_impl_metric{name="edf_count",unit=""} 0
chip_impl_metric{name="dp.final_hpwl",unit="um"} 2661
chip_impl_metric{name="p_comb_frac",unit=""} 0.069
chip_impl_info{name="timing.critical_path.slowest_stage_cell",value="or4_1"} 1
chip_impl_metric{name="drt_pass1_iterations",unit=""} 2
chip_impl_metric{name="dieHeight",unit="um"} 85.96
chip_impl_metric{name="via_count_of_the_first_global_routing_pass",unit=""} 1409
chip_impl_metric{name="cts-htree-levels",unit=""} 1
chip_impl_metric{name="yosysWarnings",unit=""} 2
chip_impl_metric{name="pin_count",unit=""} 15
chip_impl_info{name="area_leaders",value="dfrtp_1 46%, xnor2_1 5.4%, xor2_1 4.1%, nor2_1 2.8%, nand3_1 2.6%"} 1
chip_impl_metric{name="antenna_found_initial",unit=""} 0
chip_impl_metric{name="wire_length_of_the_first_global_routing_pass",unit="um"} 6568
chip_impl_info{name="cts_root_buf",value="clkbuf_8"} 1
chip_impl_metric{name="critical_path.n_buffers_inverters",unit=""} 2
chip_impl_metric{name="timing.setup.tns",unit="ns"} 0
chip_impl_metric{name="cts_resized",unit=""} 0
chip_impl_metric{name="yosysTopAreaCellShare",unit=""} 0.4615
chip_impl_info{name="worst_hold_path_type",value="reg -> reg"} 1
chip_impl_metric{name="ir_worst_vdd",unit="V"} 0.0001294
chip_impl_info{name="timing.critical_path.from",value="zone[0]"} 1
chip_impl_metric{name="fp.coreArea",unit="mm2"} 0.006794
chip_impl_metric{name="core.rowCount",unit=""} 30
chip_impl_metric{name="gr-usage-all-layers",unit=""} 0.1116
chip_impl_metric{name="syn2layout_area_growth",unit="%"} 13.55
chip_impl_info{name="grt_setup_unrepaired",value="no"} 1
chip_impl_metric{name="syn-cell-area",unit="mm2"} 0.002115
chip_impl_metric{name="max_stage_delay",unit="ns"} 0.70
chip_impl_metric{name="total_die_area",unit="mm2"} 0.007388
chip_impl_info{name="critPathTopFamily",value="buffers and inverters"} 1
chip_impl_metric{name="route.antenna.remaining_nets",unit=""} 0
chip_impl_info{name="dominant_synthesized_flop_cell",value="dfrtp_1"} 1
chip_impl_metric{name="drv.max_cap_violation_count",unit=""} 0
chip_impl_metric{name="yosys_cells",unit=""} 209
chip_impl_metric{name="drt_drc_violations_left",unit=""} 0
chip_impl_metric{name="drt-vias-per-instance",unit=""} 4.786
chip_impl_metric{name="worst_skew_pair.late_latency",unit="ns"} 0.27
chip_impl_info{name="critPathLaunchType",value="input port"} 1
chip_impl_info{name="worst_setup_path_type",value="in -> out"} 1
chip_impl_metric{name="internal_power",unit="W"} 0.0002552
chip_impl_metric{name="final.setup.worst_slack",unit="ns"} 1.285
chip_impl_metric{name="unconstrained_endpoints",unit=""} 13
chip_impl_metric{name="vias",unit=""} 1522
chip_impl_metric{name="warnings",unit=""} 28
chip_impl_metric{name="worst_setup_hold_path_clk_slew",unit="ns"} 0.09
chip_impl_info{name="tritoncts",value="done"} 1
chip_impl_metric{name="period_used_share",unit=""} 0.7705
chip_impl_metric{name="portBuffers",unit=""} 14
chip_impl_metric{name="num_antenna_cells",unit=""} 0
chip_impl_metric{name="timing.max_slew.rel_slack",unit=""} 0.5616
[cell families after synthesis]
logic type	count (synthesis)	synth area share
muxes	2	0.009468
DFF	40	0.4740
adders and majority gates	5	0.02840
and+or+nand+nor	98	0.2787
xor gates and xnor gates	23	0.09526
buffers and inverters	17	0.03373
AOI/OAI and AO/OA	24	0.08047
[worst reg2reg max path: stages, from the launching register on]
cell     delay (ns)
dfrtp_1        0.44
or4_4          0.56
or3_4          0.35
nor4_4         0.57
buf_4          0.30
xor2_1         0.15
[cell type report]
cell class / count / area, um2
Fill cell: 670 / 4393
Tap cell: 96 / 120.1
Inverter: 10 / 37.54
Sequential cell: 40 / 1002
Clock buffer: 4 / 45.04
Timing Repair Buffer: 16 / 155.1
Multi-Input combinational cell: 152 / 1041
[per-layer routing]
metal | global-route usage | share of wire
met5 | 0 | 0
met3 | 0.01758 | 0.029
met4 | 0.003030 | 0.0027
met2 | 0.1746 | 0.43
met1 | 0.1780 | 0.54
[power by group through the flow]
stage                 clock network (W)  registers (W)  logic (W)
final                          0.000109       0.000195  0.0000225
after CTS                      0.000116       0.000195  0.0000233
after global routing           0.000121       0.000195  0.0000256
[cells in the mapped netlist (all sizes together), types with 5 or more instances]
cell / instances
nor3: 5
nor4: 7
dfrtp: 39
nor2: 22
xor2: 10
or4: 8
nand2: 11
inv: 10
o21ai: 5
o31ai: 6
xnor2: 13
clkbuf: 6
nand3: 12
nand4: 9
a21oi: 7
[through the flow]
stage	instance area (um2)	hold slack, ns	total power (W)	instances	utilization
6_report	2401	0.5278	0.0003270	318	0.3534
5_1_grt	2401	0.5573	0.0003421	318	0.3534
4_1_cts	2401	0.5260	0.0003339	318	0.3534
3_5_place_dp	2356	0.5133	0.0002220	314	0.3468
3_3_place_gp	2356	0.5084	0.0002222	314	0.3468
2_1_floorplan	2115	0.4684	0.0002108	209	-
[sequential cells by signal, indices dropped and copies added (netlist names)]
signal and count:
u_core.zone_prev 4, u_clk_div.clk_out 1, u_core.state 4, u_clk_div.count 26, u_core.stable_count 4, u_core.tamper_detected 1
[worst paths after layout]
path / cells past startpoint / slack (ns) / end
max reg2reg: 5 / 3.16 / u_clk_div.clk_out
min in group asynchronous: 3 / 1.28 / u_clk_div.count[24]
max: 6 / 1.29 / zone_led[0]
min: 1 / 0.53 / u_clk_div.count[19]
max in group asynchronous: 3 / 3.98 / u_clk_div.count[1]
min reg2reg: 1 / 0.53 / u_clk_div.count[19]
No activity file was given, so power comes from the tool's default toggle rates.
